### run.sh
#!/bin/bash
# OpenROAD 26Q1-2900-gdf79404cd8, Yosys 0.63+post, stock flow scripts
make -C /OpenROAD-flow-scripts/flow DESIGN_CONFIG=/design/flow/config.mk WORK_HOME=/design/flow/orfs finish
### design.v
module PCadder (
  input clk, rst,
  input [15:0] currentPCIn,
  input [15:0] instructionIn,
  input [15:0] rs,
  input t,
  input [2:0] jumpControl,
  output [15:0] nextPC
);
reg [15:0] currentPC;
localparam  IDLE = 3'b000,
  EQZ = 3'b001,
  NEZ = 3'b010,
  TEQZ = 3'b011,
  TNEZ = 3'b100,
  JUMP = 3'b101,
  DB = 3'b110;
reg [15:0] instruction, jumpPC;
reg jump;
wire [15:0] imm16s = {instruction[7] ? 8'hff : 8'h00, instruction[7:0]};
wire [15:0] imm16sfrom10 = {instruction[10] ? 5'b11111 : 5'b00000, instruction[10:0]};
always @ (negedge clk or negedge rst)
  if (!rst)
  begin
    instruction = 16'h0800;
	 currentPC = 16'hffff;
  end
  else
  begin
    instruction = instructionIn;
	 currentPC = currentPCIn;
  end
always @ (*)
begin
  jumpPC = 0;
  jump = 0;
  if (!rst)
  begin
    jumpPC = 0;
    jump = 0;
  end
  else
  begin
    case (jumpControl)
      EQZ:
        if (rs == 0)
        begin
          jumpPC = currentPC + imm16s;
          jump = 1;
        end
      NEZ:
        if (rs != 0)
        begin
          jumpPC = currentPC + imm16s;
          jump = 1;
        end
      TEQZ:
        if (t == 0)
        begin
          jumpPC = currentPC + imm16s;
          jump = 1;
        end
      TNEZ:
        if (t != 0)
        begin
          jumpPC = currentPC + imm16s;
          jump = 1;
        end
      JUMP:
        begin
          jumpPC = rs;
          jump = 1;
        end
      DB:
        begin
          jumpPC = currentPC + imm16sfrom10;
          jump = 1;
        end
    endcase
  end
end
assign nextPC = jump? jumpPC : currentPC + 1;
endmodule
module alu(
  input clk, rst,
  input[15:0] opXin, opYin,
  input[15:0] currentPCIn, instructionIn,
  output reg[15:0] res,
  output reg t_written, t
);
reg [15:0] currentPC, instruction, opX, opY;
wire[15:0] imm16 = {8'd0, instruction[7:0]};
wire[15:0] imm16s = { {8{instruction[7]}}, instruction[7:0]};
wire[15:0] imm16from4s = { {12{instruction[3]}}, instruction[3:0]};
wire[3:0] shift_imm4 = instruction[4:2] ? instruction[4:2] : 8;
always @ (negedge clk or negedge rst)
begin
  if (!rst)
  begin
    currentPC = 0;
	 instruction = 16'b0000100000000000;  
	 opX = 0;
	 opY = 0;
  end
  else
  begin
    currentPC = currentPCIn;
	 instruction = instructionIn;
	 opX = opXin;
	 opY = opYin;
  end
end
always @(posedge clk or negedge rst)
begin
  t_written = 1;
  t = 0;
  res = 0;
  if (!rst)  
  begin
    t_written = 1;
    t = 0;
    res = 0;
  end
  else
  begin
    case (instruction[15:11])
      5'b00000:                          
        res = opX + imm16s;
      5'b00110:                          
        case (instruction[1:0])
          2'b00:   res = opX << shift_imm4;   
          2'b10:   res = opX >> shift_imm4;   
          2'b11:   res = opX >>> shift_imm4;  
        endcase
      5'b01000:                          
        res = opX + imm16from4s;
      5'b01001:                          
        res = opX + imm16s;
      5'b01010:                          
      begin
        t_written = 0;
        t = $signed(opX) < imm16s;
      end
      5'b01100:                          
        case (instruction[10:8])
          3'b011:                        
            res = opX + imm16s;
          3'b100:                        
            res = opX;
        endcase
      5'b01101:                          
        res = imm16;
      5'b01111:                          
        res = opX;
      5'b11010:                          
        res = opX;
      5'b11011:                          
        res = opX;
      5'b11100:                          
        case (instruction[1:0])
          2'b01:   res = opX + opY;            
          2'b11:   res = opX - opY;            
        endcase
      5'b11101:                          
        case (instruction[4:0])
          5'b00000:                      
            case (instruction[7:5])
              3'b010:                    
                res = currentPC;
            endcase
          5'b00010:                      
          begin
            t_written = 0;
            t = $signed(opX) < $signed(opY);
          end
          5'b00110:                      
            res = opX >> opY;
          5'b00111:                      
            res = opX >>> opY;
          5'b01010:                      
          begin
            t_written = 0;
            t = opX != opY;
          end
          5'b01100:                      
            res = opX & opY;
          5'b01101:                      
            res = opX | opY;
        endcase
      5'b11110:                          
        case (instruction[0])
          1'b0:                          
            res = opX;
          1'b1:                          
            res = opX;
        endcase
    endcase
  end
end
endmodule
module cpu (
  input clk, rst,
  output [15:0] MeAaddr, Baddr,
  output [15:0] ExCalResult,
  output [15:0] MeMemResult,
  output [1:0] MeMemControl,
  input [15:0] AmemRead, BmemRead,
  output [175:0] registerValue,
  output [15:0] nextPC, IfIR,
  output [3:0] registerS, registerM, IdRegisterT, MeRegisterT,
  output [15:0] MeCalResult
);
wire [15:0] IfPC, IdIR, IdPC;
wire [15:0] rs, rm;
wire t;
wire tWriteEnable, tToWrite;
wire [2:0] jumpControl;
wire [1:0] ExMemControl ;
wire [15:0] originValueS, originValueM;
wire [15:0] sourceValueS, sourceValueM;
wire [3:0]   ExRegisterT; 
wire [15:0] ExAaddr ;
PCadder pcAdder (
  clk, rst,
  nextPC,
  IfIR,
  rs,
  t,
  jumpControl,
  nextPC
);
instructionReader reader (
  clk, rst,
  nextPC,
  BmemRead,
  Baddr,
  IfIR
);
instructionDecoder decoder (
  clk, rst,
  IfIR,
  registerS, registerM, IdRegisterT,
  jumpControl
);
Register registerFile (
  clk, rst,
  registerS, registerM,
  tWriteEnable, tToWrite,
  MeRegisterT,
  MeCalResult,
  registerValue,
  originValueS, originValueM,
  t
);
flipflop #(16) IfPCFF (clk, rst, nextPC, IfPC);
flipflop #(16) IdIRFF (clk, rst, IfIR, IdIR);
flipflop #(4) ExRegisterTFF ( clk, rst, IdRegisterT, ExRegisterT );
flipflop #(4) MeRegisterTFF(clk, rst, ExRegisterT, MeRegisterT );
flipflop #(2) MeMemControlFF( clk, rst, ExMemControl, MeMemControl );
flipflop #(16) MeMemResultFF(clk, rst, ExCalResult, MeMemResult);
flipflop #(16) MeAaddrResultFF(clk, rst, ExAaddr, MeAaddr);
alu calculator (
  clk, rst,
  rs, rm,
  IfPC, IdIR,
  ExCalResult,
  tWriteEnable, tToWrite
);
memAddressCalculator addrCalculator(
  clk, rst,
  IdIR,
  rm,
  ExMemControl,
  ExAaddr
);
mux_B_buffered MeCalResultMux (
  clk, rst,
  MeMemControl[1],
  AmemRead,
  ExCalResult,
  MeCalResult
);
wire X_conflict_ME, Y_conflict_ME, X_conflict_EX, Y_CONFLICT_EX;
assign X_conflict_ME = (registerS != MeRegisterT);
assign Y_conflict_ME = (registerM != MeRegisterT);
assign X_conflict_EX = (registerS != ExRegisterT);
assign Y_conflict_EX = (registerM != ExRegisterT);
byPass MeIdByPassS (
  registerS,
  originValueS,
  MeRegisterT,
  MeCalResult,
  sourceValueS
);
byPass MeIdByPassM (
  registerM,
  originValueM,
  MeRegisterT,
  MeCalResult,
  sourceValueM
);
byPass ExIdByPassS (
  registerS,
  sourceValueS,
  ExRegisterT,
  ExCalResult,
  rs
);
byPass ExIdByPassM (
  registerM,
  sourceValueM,
  ExRegisterT,
  ExCalResult,
  rm
);
endmodule
module instructionDecoder (
  input clk, rst,
  input [15:0] instruction,
  output reg [3:0] id_registerX, id_registerY, id_registerZ,
  output reg [2:0] jumpControl
);
localparam  IDLE = 3'b000,
  EQZ = 3'b001,
  NEZ = 3'b010,
  TEQZ = 3'b011,
  TNEZ = 3'b100,
  JUMP = 3'b101,
  DB = 3'b110;
reg [15:0] instructionBuffer;
always @ (negedge clk or negedge rst)
  if (!rst)
    instructionBuffer = 16'b0000100000000000;  
  else
    instructionBuffer = instruction;
always @ (posedge clk or negedge rst)
begin
  id_registerX = 0;
  id_registerY = 0;
  id_registerZ = 4'hf;
  jumpControl = 0;
  if (!rst)  
  begin
    id_registerX = 0;
    id_registerY = 0;
    id_registerZ = 4'hf;
    jumpControl = 0;
  end
  else
  begin
    case (instructionBuffer[15:11])
      5'b00000:                          
      begin
        id_registerX = 4'b1001;             
        id_registerZ = instructionBuffer[10:8];
      end
      5'b00010:                          
        jumpControl = DB;
      5'b00100:                          
      begin
        id_registerX = instructionBuffer[10:8];
        jumpControl = EQZ;
      end
      5'b00101:                          
      begin
        id_registerX = instructionBuffer[10:8];
        jumpControl = NEZ;
      end
      5'b00110:                          
      begin
        id_registerX = instructionBuffer[7:5];
        id_registerZ = instructionBuffer[10:8];
      end
      5'b01000:                          
      begin
        id_registerX = instructionBuffer[10:8];
        id_registerZ = instructionBuffer[7:5];
      end
      5'b01001:                          
      begin
        id_registerX = instructionBuffer[10:8];
        id_registerZ = instructionBuffer[10:8];
      end
      5'b01010:                          
        id_registerX = instructionBuffer[10:8];
      5'b01100:                          
        case (instructionBuffer[10:8])
          3'b000:                        
            jumpControl = TEQZ;
          3'b001:                        
            jumpControl = TNEZ;
          3'b011:                        
          begin
            id_registerX = 4'b1001;         
            id_registerZ = 4'b1001;         
          end
          3'b100:                        
          begin
            id_registerX = instructionBuffer[7:5];
            id_registerZ = 4'b1001;         
          end
        endcase
      5'b01101:                          
        id_registerZ = instructionBuffer[10:8];
      5'b01111:                          
      begin
        id_registerX = instructionBuffer[7:5];
        id_registerZ = instructionBuffer[10:8];
      end
      5'b10010:                          
      begin
        id_registerY = 4'b1001;             
        id_registerZ = instructionBuffer[10:8];
      end
      5'b10011:                          
      begin
        id_registerY = instructionBuffer[10:8];
        id_registerZ = instructionBuffer[7:5];
      end
      5'b11010:                          
      begin
        id_registerX = instructionBuffer[10:8];
        id_registerY = 4'b1001;             
      end
      5'b11011:                          
      begin
        id_registerX = instructionBuffer[7:5];
        id_registerY = instructionBuffer[10:8];
      end
      5'b11100:                          
      begin
        id_registerX = instructionBuffer[10:8];
        id_registerY = instructionBuffer[7:5];
        id_registerZ = instructionBuffer[4:2];
      end
      5'b11101:                          
        case (instructionBuffer[4:0])
          5'b00000:                      
            case (instructionBuffer[7:5])
              3'b000:                    
              begin
                id_registerX = instructionBuffer[10:8];
                jumpControl = JUMP;
              end
              3'b010:                    
                id_registerZ = instructionBuffer[10:8];
            endcase
          5'b00110:                      
          begin
            id_registerX = instructionBuffer[7:5];
            id_registerY = instructionBuffer[10:8];
            id_registerZ = instructionBuffer[7:5];
          end
          5'b00111:                      
          begin
            id_registerX = instructionBuffer[7:5];
            id_registerY = instructionBuffer[10:8];
            id_registerZ = instructionBuffer[7:5];
          end
          5'b01010:                      
          begin
            id_registerX = instructionBuffer[7:5];
            id_registerY = instructionBuffer[10:8];
          end
          5'b01100:                      
          begin
            id_registerX = instructionBuffer[7:5];
            id_registerY = instructionBuffer[10:8];
            id_registerZ = instructionBuffer[10:8];
          end
          5'b01101:                      
          begin
            id_registerX = instructionBuffer[7:5];
            id_registerY = instructionBuffer[10:8];
            id_registerZ = instructionBuffer[10:8];
          end
        endcase
      5'b11110:                          
        case (instructionBuffer[0])
          1'b0:                          
          begin
            id_registerX = 4'b1000;         
            id_registerZ = instructionBuffer[10:8];
          end
          1'b1:                          
          begin
            id_registerX = instructionBuffer[10:8];
            id_registerZ = 4'b1000;         
          end
        endcase
      default:
      begin
        id_registerX = 0;
        id_registerY = 0;
        id_registerZ = 4'hF;
        jumpControl = 0;
      end
    endcase
  end
end
endmodule
module instructionReader (
  input clk, rst,
  input [15:0] currentPC,
  input [15:0] memRead,
  output reg [15:0] IRaddr,
  output reg [15:0] currentIR
);
always @ (negedge clk)
  IRaddr = currentPC;
always @ (negedge rst or posedge clk)
  if (!rst)
    currentIR = 16'h0800; 
  else
    currentIR = memRead;
endmodule
module memAddressCalculator (
  input clk, rst,
  input [15:0] instructionIn,
  input [15:0] opMem,
  output reg [1:0] memControl,
  output reg [15:0] memAddr
);
wire [15:0] imm16sfrom5, imm16sfrom8;
reg [15:0] instruction, rm;
assign imm16sfrom5 = { {11{instruction[4]}}, instruction[4:0]};
assign imm16sfrom8 = { {8{instruction[7]}}, instruction[7:0]};
always @ (negedge clk or negedge rst)
  if (!rst)
  begin
    instruction = 16'b0000100000000000;
    rm = 0;
  end
  else
  begin
    instruction = instructionIn;
    rm = opMem;
  end
always @ (posedge clk or negedge rst)
begin
  memAddr = 16'hFFFF;
  memControl = 2'b00;
  if (!rst)
  begin
    memAddr = 16'hFFFF;
    memControl = 2'b00;
  end
  else
  begin
    case (instruction[15:11])
      5'b10010:                          
      begin
        memAddr = rm + imm16sfrom8;
        memControl = 2'b10;  
      end
      5'b10011:                          
      begin
        memAddr = rm + imm16sfrom5;
        memControl = 2'b10;  
      end
      5'b11010:                          
      begin
        memAddr = rm + imm16sfrom8;
        memControl = 2'b01;  
      end
      5'b11011:                          
      begin
        memAddr = rm + imm16sfrom5;
        memControl = 2'b01;  
      end
    endcase
  end
end
endmodule
module Register (
  input clk, rst,
  input [3:0] readIndexS, readIndexM,
  input tWriteEnable, tToWrite,
  input [3:0] writeIndex,
  input [15:0] dataToWrite,
  output [175:0] registersVGA,
  output [15:0] readResultS, readResultM,
  output tResuit
);
reg [15:0] registers [0:4'b1010];
reg t;
assign registersVGA = {
  registers[0],
  registers[1],
  registers[2],
  registers[3],
  registers[4],
  registers[5],
  registers[6],
  registers[7],
  registers[8],
  registers[9],
  registers[10]
  };
assign readResultS = registers[readIndexS];
assign readResultM = registers[readIndexM];
assign tResuit = t;
always @ (tWriteEnable, tToWrite)
  if (!tWriteEnable)
    t = tToWrite;
always @ (negedge clk, negedge rst)
begin
  if (!rst)
  begin
    registers[0] = 0;
    registers[1] = 0;
    registers[2] = 0;
    registers[3] = 0;
    registers[4] = 0;
    registers[5] = 0;
    registers[6] = 0;
    registers[7] = 0;
    registers[8] = 0;
    registers[9] = 0;
    registers[10] = 0;
  end
  else
  begin
    if (writeIndex <= 10)
      registers[writeIndex] = dataToWrite;
  end
end
endmodule
module flipflop (clk, rst, in, out);
parameter width = 1;
input clk, rst;
input [width-1:0] in;
output reg [width-1:0] out;
reg [width-1:0] buffer;
always @ (negedge clk or negedge rst)
  if (!rst)
    buffer = 0;
  else
    buffer = in;
always @ (posedge clk or negedge rst)
  if (!rst)
    out = 0;
  else
    out = buffer;
endmodule
module muxCombine (chooseA, opA, opB, out);
parameter width = 16;
input chooseA;
input [width-1:0] opA, opB;
output [width-1:0] out;
assign out = chooseA? opA : opB;
endmodule
module mux_B_buffered (clk, rst, chooseA, opA, opB, result);
parameter width = 16;
input clk, rst, chooseA;
input [width-1:0] opA, opB;
output [width-1:0] result;
reg [width:0] opBbuffer;
always @ (negedge clk or negedge rst)
  if (!rst)
    opBbuffer = 0;
  else
    opBbuffer = opB;
assign result = chooseA? opA : opBbuffer;
endmodule
module byPass (
  input [3:0] sourceIndex,
  input [15:0] sourceValue,
  input [3:0] updateIndex,
  input [15:0] updateValue,
  output [15:0] selectedValue
);
assign selectedValue = updateIndex == sourceIndex? updateValue : sourceValue;
endmodule
### constraint.sdc
current_design cpu

set clk_period 11.1
set clk_io_pct 0.2

create_clock -name clk0 -period $clk_period [get_ports {clk}]

set non_clock_inputs [all_inputs -no_clocks]
set_input_delay [expr $clk_period * $clk_io_pct] -clock clk0 $non_clock_inputs
set_output_delay [expr $clk_period * $clk_io_pct] -clock clk0 [all_outputs]
### config.mk
export PLATFORM = sky130hd
export DESIGN_NAME = cpu
export DESIGN_NICKNAME = cpu
export VERILOG_FILES = /design/flow/design.v
export SDC_FILE = /design/flow/constraint.sdc
export NUM_CORES = 4
export LEC_CHECK = 1
export CORE_UTILIZATION = 50
==> GITHUB_STEP_SUMMARY <==
## Implementation flow summary

| Metric | Value |
|---|---|
| Run status | complete, but fails checks |
| Failing checks | negative setup slack |
| Area of the mapped netlist | 26,980 µm² |
| Global routing met2 resource utilization | 58.39% |
| Post-synthesis chip area from yosys | 26,980 µm² |
| Top logic cells by instance count in the layout | 403 x sky130_fd_sc_hd__buf_4, 326 x sky130_fd_sc_hd__nor2_1, 322 x sky130_fd_sc_hd__clkdlybuf4s50_1 |
| Worst clock skew | 0.1448 ns |
| Crit Path Class | register to primary output |
| Tool Warnings | 112 |
| Global-route usage over all layers | 42.63% |
| Maximum capacitance violations | 0 |
| Max-slew violations | 0 |
| Post-CTS clock slew at the launch and capture registers of the worst setup and hold paths | 0.05 ns |
| Required time reported for the critical path endpoint | 8.88 ns |
| Deepest clock path buffer count | 3 |
| Vertical die dimension | 234.3 µm |
| Detailed-router iteration count before antenna repair | 8 |
| Cell Rows | 84 |
| Mean instance size in the synthesized netlist | 9.461 µm² |
| Die width | 234.3 µm |
| Count of placed standard cells in the final layout, fillers left out | 4,242 |
| Overall routed net length | 112.4 mm |
| Largest stage delay on the critical path | 0.54 ns |
| Tightest Pin Transition | 1.090 ns |
| Starting DRT DRC Count | 2,604 |
| Vias | 26,780 |
| Worst ir drop on vdd | 0.2092 mV |
| Multi-input gate area | 13,970 µm² |
| Worst setup slack after layout | -0.8730 ns |
| Via count of the first global-routing pass | 25,780 |
| Critical Path Sink Type | primary output |
| Placed instance count | 4,085 |
| Area delta synth->final | 33.55% |
| Busiest grt layer | met1 |
| Final RePlAce weighted congestion | 1.021 |
| Number of register pins that no clock reaches | 1 |
| Ordered cell list for the critical path | mux2i_1 > o22ai_1 > a221oi_2 > a211oi_2 > a221o_2 > or4_4 > or4_4 > o21a_4 > o31ai_4 > buf_12 > buf_6 > mux2_4 > buf_6 |
| Clock tree root driver cell | sky130_fd_sc_hd__clkbuf_16 |
| Clock latency on the worst-skew pair | 0.71 ns |
| Critical path's slowest cell | sky130_fd_sc_hd__or4_4 |
| Final setup violating endpoints | 16 |
| Total gr overflow | 0 |
| Via density | 6.314 |
| Tot Pwr | 9.104 mW |
| Static Leak | 15.66 nW |
| Routed wire length per instance | 26.49 µm |
| Chip Footprint | 54,900 µm² |
| Count of instantiated cells in the yosys netlist | 2,852 |
| Remaining antenna violation count after routing | 0 |
| Yosys warning total | 12 |
| Number of buffers created by CTS | 51 |
| Worst hold path class | register to register |
| Flop and latch count out of synthesis | 492 |
| Port-buffer cells | 339 |
| Largest fanout of any net on the critical path | 4 |
| Power Dens Cells | 252.6 nW/µm² |
| Async SR Flop Fraction | 96.54% |
| Unique cell types | 89 |
| Initial Util | 50.94% |
| Max transition margin | 25.48% |
| Combined flip-flop and latch cell area | 12,280 µm² |
| Pin count of the biggest net entering global routing | 128 |
| Unrepaired setup endpoints after global routing | true |
| Most common cell after layout, fill and taps aside | sky130_fd_sc_hd__buf_4 |
| Most used flip-flop cell after synthesis | sky130_fd_sc_hd__dfrtn_1 |
| First-pass GRT wire length | 163.6 mm |
| Post-synth EDFFs | 0 |
| Layout cells sized above 1 | 19.09% |
| Half-perimeter wire length after detailed placement | 80.47 mm |
| Number of primary I/O pins | 340 |
| Drt drc | 0 |
| CTS H-Tree Depth | 2 |
| Endpoints left unconstrained | 1 |
| Arr. time, crit path | 9.75 ns |
| Antenna violations before repair | 6 |
| Core area | 52,970 µm² |
| Kind of start point of the critical path | register |
| Global Route met3 Usage | 19.46% |
| TritonCTS clock tree | built |
| Layout filler cell count | 3,785 |
| Met1 Track Usage GR | 60.03% |
| Count of mapped cells out of synthesis | 2,852 |
| Hold Vio Cnt, Final | 0 |
==> final timing paths <==
path / slack, ns / end / cells past startpoint / from
min in group asynchronous: 1.62 / IdIRFF.out[14]$_DFF_PN0_ / 1 / rst
min: 0.54 / registerFile.registers[7][0]$_DFFE_NN0P_ / 3 / registerFile.registers[7][0]$_DFFE_NN0P_
max in group asynchronous: 2.39 / pcAdder.currentPC[11]$_DFF_NN1_ / 3 / rst
min reg2reg: 0.54 / registerFile.registers[7][0]$_DFFE_NN0P_ / 3 / registerFile.registers[7][0]$_DFFE_NN0P_
max: -0.87 / nextPC[12] / 13 / registerFile.registers[10][7]$_DFFE_NN0P_
max reg2reg: 0.47 / IfPCFF.buffer[8]$_DFF_NN0_ / 16 / decoder.id_registerX[2]$_DFF_PN0_
==> logic make-up (layout without fill, tap and decap cells) <==
logic type	after synthesis	count (layout)	share of synthesized area [%]
AOI/OAI and AO/OA	914	914	22.39
buffers and inverters	300	1000	4.350
latches	1	1	0.05563
DFF	491	491	45.43
muxes	111	111	4.804
other	0	2	0
adders and majority gates	133	133	6.307
and+or+nand+nor	802	802	13.42
xor gates and xnor gates	100	100	3.246
==> synth_stat cells, types with 14 or more instances <==
cell	n	area share, %
sky130_fd_sc_hd__nor3_1	65	1.2
sky130_fd_sc_hd__o31ai_1	18	0.50
sky130_fd_sc_hd__clkbuf_1	148	2.1
sky130_fd_sc_hd__buf_2	17	0.32
sky130_fd_sc_hd__o22ai_1	16	0.37
sky130_fd_sc_hd__a21oi_1	297	5.5
sky130_fd_sc_hd__o211ai_1	17	0.47
sky130_fd_sc_hd__a21o_1	18	0.50
sky130_fd_sc_hd__a221o_1	25	0.93
sky130_fd_sc_hd__dfstp_2	40	3.9
sky130_fd_sc_hd__xor2_1	32	1.0
sky130_fd_sc_hd__nor4_1	22	0.51
sky130_fd_sc_hd__dfrtp_1	122	11
sky130_fd_sc_hd__nor2_1	331	4.6
sky130_fd_sc_hd__o21ai_0	147	2.7
sky130_fd_sc_hd__o221ai_1	16	0.52
sky130_fd_sc_hd__nand2_1	189	2.6
sky130_fd_sc_hd__o21bai_1	14	0.39
sky130_fd_sc_hd__nand2b_1	33	0.77
sky130_fd_sc_hd__a32oi_1	15	0.49
sky130_fd_sc_hd__dfxtp_1	16	1.2
sky130_fd_sc_hd__a211oi_1	40	1.1
sky130_fd_sc_hd__xnor2_1	68	2.2
sky130_fd_sc_hd__nand3_1	62	1.2
sky130_fd_sc_hd__a221oi_1	30	0.97
sky130_fd_sc_hd__a22o_1	25	0.81
sky130_fd_sc_hd__buf_1	15	0.21
sky130_fd_sc_hd__a22oi_1	88	2.4
sky130_fd_sc_hd__ha_1	128	5.9
sky130_fd_sc_hd__mux2_2	24	1.0
sky130_fd_sc_hd__inv_1	113	1.6
sky130_fd_sc_hd__a31oi_1	28	0.65
sky130_fd_sc_hd__mux2i_1	71	2.6
sky130_fd_sc_hd__dfrtn_1	313	29
sky130_fd_sc_hd__nor2b_1	23	0.53
sky130_fd_sc_hd__a2111oi_0	22	0.71
==> cell type report <==
type | count | area share [%]
well taps | 688 | 2.389
inverters | 115 | 1.198
diodes | 2 | 0.01389
multi-input cells | 2060 | 38.78
clock inverters | 60 | 1.181
repair buffers | 756 | 18.25
flip-flops and latches | 492 | 34.06
clock buffers | 69 | 4.128
==> routing by layer <==
layer	vias to the layer above	routed length [µm]
met1	12850	43530
met4	10	5839
li1	11770	-
met3	389	15440
met2	1760	47390
met5	-	149
==> through the flow <==
stage,setup TNS (ns),setup WS (ns),instance area [µm²],hold WS [ns],utilization (%)
floorplan,0,0.2226,26980,0.4258,-
global placement,-26.20,-0.9211,33570,0.5235,63.37
detailed placement,-29.89,-0.9286,33570,0.5366,63.37
CTS,-13.73,-0.9391,35910,0.5455,67.79
global route,-13.64,-0.9839,36030,0.5599,68.02
finish,-12.00,-0.8730,36040,0.5448,68.03
==> critical path: cells and delay by family, from the launching register on <==
kind                   cells  cell delay [ns]
AOI/OAI and AO/OA          6             1.44
and+or+nand+nor            2             0.99
buffers and inverters      3             0.36
DFF                        1             0.35
muxes                      2             0.47
==> power breakdown <==
part           switching [mW]  leakage (nW)  internal, mW
logic                    2.28          8.96          2.21
clock network           0.809          1.05          1.04
registers               0.399          5.65          2.37
total                    3.48          15.7          5.62
==> timing repair <==
action,4_1_cts,5_1_grt
setup endpoints to repair,17,16
setup buffers,20,7
gates cloned,1,0
pin swaps,20,20
hold buffers,0,0
resized,104,31
==> registers in the layout (all words and copies together) (netlist names), 6 cells and up <==
| signal | cells |
|---|---|
| registerFile.registers | 176 |
| calculator.res | 16 |
| IfPCFF.buffer | 16 |
| calculator.opY | 16 |
| reader.IRaddr | 16 |
| calculator.currentPC | 16 |
| MeMemResultFF.out | 16 |
| pcAdder.currentPC | 16 |
| calculator.opX | 16 |
| IfPCFF.out | 16 |
| decoder.jumpControl | 6 |
| IdIRFF.out | 16 |
| addrCalculator.memAddr | 16 |
| IdIRFF.buffer | 16 |
| MeMemResultFF.buffer | 15 |
| calculator.instruction | 16 |
| reader.currentIR | 16 |
| MeAaddrResultFF.out | 16 |
| MeAaddrResultFF.buffer | 16 |
Power figures rest on the tool's default switching activity, not on a simulated workload.
